===== ./run.sh =====
#!/bin/bash
# OpenROAD 26Q1-2900-gdf79404cd8, Yosys 0.63+post, stock flow scripts
make -C /OpenROAD-flow-scripts/flow DESIGN_CONFIG=/design/flow/config.mk WORK_HOME=/design/flow/orfs finish

===== ./config.mk =====
export PLATFORM = sky130hd
export DESIGN_NAME = adder16
export DESIGN_NICKNAME = adder16
export VERILOG_FILES = /design/flow/design.v
export SDC_FILE = /design/flow/constraint.sdc
export NUM_CORES = 4
export LEC_CHECK = 1
export CORE_AREA = 10 10 71 71
export DIE_AREA = 0 0 81 81

===== ./constraint.sdc =====
current_design adder16

set clk_period 13.4
set clk_io_pct 0.2

create_clock -name clk0 -period $clk_period

set non_clock_inputs [all_inputs -no_clocks]
set_input_delay [expr $clk_period * $clk_io_pct] -clock clk0 $non_clock_inputs
set_output_delay [expr $clk_period * $clk_io_pct] -clock clk0 [all_outputs]

===== ./design.v =====
module adder16(a, b, cin, sum, cout);
input [15:0] a;
input [15:0] b;
input cin;
output [15:0] sum;
output cout;
wire [15:0] temp_sum;
wire temp_cout;
assign temp_sum = a + b + cin;
assign sum = temp_sum[15:0];
assign temp_cout = temp_sum[16];
assign cout = (temp_cout == 1'b1) ? 1'b1 : 1'b0;
endmodule

==> results.cfg <==
; generated from flow reports
[timing]
final-max-slew-violation-count = 0
fin_setup_tns_ns = 0
hold_violations = 0
clock.fmax_ghz = 0.126
period_used_share = 0.594
finalCriticalPeriod_ns = 7.96
hold_slack_ns = 6.43
rsz0062_at_grt = no
setup-violations-final = 0

[placed_design]
dpl-instance-area_sq_um = 1280
gp_congestion = 0.797
post-place-cells = 196
post-dp-hpwl_microns = 2080
port_buffers = 49

[hold_path]
hold_class = primary input to output pin

[synth]
ys_seq_share = 0
yosysTopAreaCellShare = 0.238
yosys_warnings = 1
synth_cells = 100
top_cells_by_count = ha_1 (14), a21oi_1 (12)
syn_area_sq_um = 736
top_cell = ha_1
syn_area_per_cell_sq_um = 7.36
area_leaders = ha_1 (24%), xnor2_1 (8.3%), xor2_1 (8.3%)
yosys_area_sq_um = 736
top_area_cell = ha_1
yosys_cells = 100
synth_cell_types = 30

[finish]
regArea_sq_um = 0
final_cell_area_sq_um = 1280
area_growth_pct = 73.8
seq_cells = 0
layout.cells.non_filler = 196
layout-drive-gt1-share = 0.0203
clockBufferCount = 0

[power_and_ir_drop]
p_per_area_nw_per_um2 = 48.9
finalPower_uw = 62.5
vdd_drop_max_mv = 0.0134
p_leak_nw = 0.542

[clock_tree]
post_cts.repair.setup_buffers = 0
ctsResizeCount = 0
hold_buffers = 0

[status]
outcome = finished clean

[detailed_routing]
diodes = 0
drtIter0Drc = 21
firstDrtPassIters = 2
vias = 850
drc_errors = 0
ant_nets = 0
wl_microns = 2260
via_per_inst = 4.34
wl_per_cell_microns = 11.5

[critical_path]
cp_max_fo = 2
cp.arrival_ns = 5.28
worstSetupEndpointType = output pin
crit_required_ns = 10.72
critPathLaunchType = primary input
critPathKind = primary input to output pin

[grt]
grt_pass1_wl_microns = 3710
gr-total-overflow = 0
grt_pass1_vias = 898
grt_max_degree = 7
track_usage = 0.0661
antenna_found_initial = 0

[floorplan]
die_area_sq_um = 6560
fp-utilization = 0.202
chipHeight_microns = 81
io_pins = 50
core.rowCount = 22
coreArea_sq_um = 3630
die_x_microns = 81

[flow_run]
warnings = 32
drv_cap = 0
cell families after synthesis:
kind of cell             synth area share
AND-OR/OR-AND                       0.313
AND/OR/NAND/NOR                     0.173
adder cells (fa/ha/maj)             0.293
XOR/XNOR                            0.167
buffers and inverters              0.0357
multiplexers                       0.0136
other                             0.00510
area by class of cell:
type                       instances  area, sq um
tap                               48         60.1
timing repair buffer              49          490
fill                             390         2350
inverter                           5         18.8
multi-input combinational         94          709
layout by cell type, fill, tap and decap left out:
| cell type | instances |
|---|---|
| o21ai_0 | 7 |
| a211oi_1 | 1 |
| nand4_1 | 2 |
| nor3b_1 | 1 |
| o211ai_1 | 1 |
| xor2_1 | 7 |
| ha_1 | 14 |
| nor2b_1 | 2 |
| and3_1 | 1 |
| a21oi_2 | 3 |
| o2111ai_1 | 1 |
| conb_1 | 1 |
| nor2_1 | 6 |
| o21bai_1 | 1 |
| a31oi_1 | 1 |
| nor3_1 | 2 |
| xnor2_1 | 7 |
| nand2b_1 | 4 |
| a32oi_1 | 1 |
| clkdlybuf4s50_1 | 49 |
| nand2_1 | 7 |
| a21oi_1 | 12 |
| o21a_1 | 2 |
| inv_1 | 5 |
| fa_1 | 2 |
| a211o_1 | 1 |
| a21o_1 | 4 |
| mux2i_1 | 1 |
| a311oi_1 | 1 |
| nand3_1 | 1 |
power breakdown:
| part | leakage (nW) | switching [mW] | internal (mW) |
|---|---|---|---|
| logic | 0.542 | 0.0223 | 0.0403 |
| clock network | 0 | 0 | 0 |
| registers | 0 | 0 | 0 |
| total | 0.542 | 0.0223 | 0.0403 |
per-stage QoR:
stage	util	worst slack, ns
4_1_cts	0.352	5.39
5_1_grt	0.352	5.22
3_3_place_gp	0.352	5.42
2_1_floorplan	-	6.55
6_report	0.352	5.44
3_5_place_dp	0.352	5.39
path summary, 6_finish.rpt:
check  start  endpoint  slack [ns]  cells past startpoint
min      cin    sum[0]        6.43                      3
max     a[0]   sum[12]        5.44                     10
worst max-delay path: stages:
cell	delay, ns
clkdlybuf4s50_1	0.48
fa_1	0.19
inv_1	0.06
fa_1	0.38
nand2b_1	0.17
a21oi_1	0.18
o2111ai_1	0.18
a311oi_1	0.29
xor2_1	0.18
clkdlybuf4s50_1	0.48
metal layers:
metal  track usage  up-vias  routed length [microns]
met3        0.0234        0                      212
met1        0.0826      369                      938
met2         0.114       18                     1110
li1              -      463                        -
met5             0        -                        0
met4             0        0                        0
No activity file was given, so power comes from the tool's default toggle rates.
