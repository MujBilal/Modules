`config.mk`:
```
export PLATFORM = sky130hd
export DESIGN_NAME = pipeline_adder_16bit
export DESIGN_NICKNAME = pipeline_adder_16bit
export VERILOG_FILES = /design/flow/design.v
export SDC_FILE = /design/flow/constraint.sdc
export NUM_CORES = 4
export LEC_CHECK = 1
export CORE_UTILIZATION = 50
```
`constraint.sdc`:
```
current_design pipeline_adder_16bit

set clk_period 3.6
set clk_io_pct 0.2

create_clock -name clk0 -period $clk_period [get_ports {clk}]

set non_clock_inputs [all_inputs -no_clocks]
set_input_delay [expr $clk_period * $clk_io_pct] -clock clk0 $non_clock_inputs
set_output_delay [expr $clk_period * $clk_io_pct] -clock clk0 [all_outputs]
```
`design.v`:
```
`timescale 1ns/1ns
module pipeline_adder_16bit(clk,reset,a, b, cin, sum, cout);
input clk,reset;
input [15:0] a,b;
input cin;
output [15:0] sum;
output  cout;
wire [2:0] c;
wire [15:0] s;
reg [3:0] r1,r2,r3;
reg[3:0] s1,s2,s3,s4;
reg[3:0] t1,t2,t3,t4,t5;
reg[3:0] u1,u2,u3,u4,u5,u6;
reg[3:0]t1,t2,t3,t4,t5;
reg a1,a2,a3;
carry_select_adder_4bit_slice CLA1(
.a(a[3:0]), 
.b(b[3:0]), 
.cin(cin),
.sum(s[3:0]),
.cout(c[0]));
carry_select_adder_4bit_slice CLA2(
.a(s1),
.b(s2), 
.cin(a1), 
.sum(s[7:4]),
 .cout(c[1]));
carry_select_adder_4bit_slice CLA3(
.a(t3),
 .b(t4), 
.cin(a2),
 .sum(s[11:8]),
 .cout(c[2]));
carry_select_adder_4bit_slice CLA4(
.a(u5),
 .b(u6), 
.cin(a3),
 .sum(sum[15:12]),
 .cout(cout));
always @(posedge clk or posedge reset)
begin
		if (reset)
		begin
		     r1<=0;r2<=0;r3<=0;
		     a1<=0;a2<=0;a3<=0;
		     s1<=0;s2<=0;s3<=0;s4<=0;
		     t1<=0;t2<=0;t3<=0;t4<=0;t5<=0;
		     u1<=0;u2<=0;u3<=0;u4<=0;u5<=0;u6<=0;
	        end
else
begin
	   r1<=s[3:0];
	   r2<=r1;
	   r3<=r1;
	  s1<=a[7:4];
	  s2<=b[7:4];
	  a1<=c[0];
	  s3<=s[7:4];
	  s4<=s3;
	 t1<=a[11:8];
	 t2<=b[11:8];
	 t3<=t1;
	 t4<=t2;
	 a2<=c[1];
	 t5<=s[11:8];
	 u1<=a[15:12];
	 u2<=b[15:12];
	 u3<=u1;
	 u4<=u2;
	 u5<=u3;
	 u6<=u4;
	 a3<=c[2];
     end
end
assign  sum[3:0]=r3;
assign  sum[7:4]=s4;
assign  sum[11:8]=t5;
endmodule
module carry_select_adder_4bit_slice(
a,
b, 
cin,
sum, 
cout);
input [3:0] a,b;
input cin;
output [3:0] sum;
output  cout;
wire [3:0] s0,s1;
wire  c0,c1;
ripple_carry_4_bit rca1 (
.a(a[3:0]), 
.b(b[3:0]), 
.cin(1'b0), 
.sum(s0[3:0]), 
.cout(c0)); 
ripple_carry_4_bit rca2 (
.a(a[3:0]), 
.b(b[3:0]), 
.cin(1'b1), 
.sum(s1[3:0]), 
.cout(c1)); 
mux2X1 #(4) ms0(
.in0(s0[3:0]),
.in1(s1[3:0]),
.sel(cin),
.out(sum[3:0]));
mux2X1 #(1) mc0 (
.in0(c0),
.in1(c1),
.sel(cin),
.out(cout));
endmodule
module mux2X1( in0,in1,sel,out);
parameter width=16; 
input [width-1:0] in0,in1;
input sel;
output [width-1:0] out;
assign out=(sel)?in1:in0;
endmodule
module ripple_carry_4_bit(a, b, cin, sum, cout);
input [3:0] a,b;
input cin;
wire c1,c2,c3;
output [3:0] sum;
output  cout;
full_adder fa0(.a(a[0]), .b(b[0]),.cin(cin), .sum(sum[0]),.cout(c1));
full_adder fa1(.a(a[1]), .b(b[1]), .cin(c1), .sum(sum[1]),.cout(c2));
full_adder fa2(.a(a[2]), .b(b[2]), .cin(c2), .sum(sum[2]),.cout(c3));
full_adder fa3(.a(a[3]), .b(b[3]), .cin(c3), .sum(sum[3]),.cout(cout));
endmodule
module full_adder(a,b,cin,sum, cout);
input a,b,cin;
output sum, cout;
wire x,y,z;
half_adder  h1(.a(a), .b(b), .sum(x), .cout(y));
half_adder  h2(.a(x), .b(cin), .sum(sum), .cout(z));
or or_1(cout,z,y);
endmodule
module half_adder( a,b, sum, cout );
input a,b;
output sum,  cout;
xor xor_1 (sum,a,b);
and and_1 (cout,a,b);
endmodule
```
`run.sh`:
```
#!/bin/bash
# OpenROAD 26Q1-2900-gdf79404cd8, Yosys 0.63+post, stock flow scripts
make -C /OpenROAD-flow-scripts/flow DESIGN_CONFIG=/design/flow/config.mk WORK_HOME=/design/flow/orfs finish
```
==> Changelog: implementation <==
## Implementation

* Status: finished clean
* Final WL at roughly 2.7 mm
* Final setup fails at 0
* R2r setup slk at approximately 1400 ps
* Avg WL per Cell at 10.5 um
* Highest clock rate at 0.288 GHz
* Most common logic cell in the routed design: dfrtp_1
* Fp util at 0.526
* Slew @ Worst Pin at roughly 740 ps
* Hold WS at between 300 and 400 ps
* DRC errors left at 0
* Peak VDD IR at ~0.38 mV
* Clk Latency, worst-skew pair at about 330 ps
* Avg Vias per Cell at between 4 and 5
* Worst-path clk slew at 70 ps
* Max H-tree Level at 3
* Mean post-synth cell area at around 17 um^2
* ANT cells at 0
* Longest Clk Path Bufs at 2
* Ys cells at 132
* Initial antenna violation count at 0
* # Post-CTS Setup Buffers at 0
* Chip Area, Yosys at ~2300 um^2
* Lkg Pwr at 1.49 nW
* Clock Tree Root: clkbuf_8
* CP Capture Type: output port
* Slew margin rel. at 0.506
* Netlist Area Pre-Place at 2310 um^2
* # IOs at around 52
* Place WS at approximately 260 ps
* Vias post-DR at 1059
* Row count at 24
* FILL cells at 284
* Tool warning count at 30
* All-Layer GR Usage at 0.134
* Netlist cell types at 8
* Crit-path max FO at 2
* Max-cap violations at 0
* Area grow syn2layout at 36.1%
* Floorplan core area at approximately 4400 um^2
* #FFs+latches synth at slightly above 70
* Post-detail-place hpwl at about 1.9 mm
* I/O Buffers at 51
* P per Cell Area at about 560 nW/um^2
* Layout cells sized above 1 at 0.119
* Post-layout util at 0.716
* CTS tree: yes
* Dpl cells at 237
* Die ar. at ~4900 um^2
* Number of global-route vias before repair at between 1k and 1.5k
* Gp weighted congestion at slightly below 0.7
* Crit path kind: reg2out
* Die Ht at about 70 um
* Crit path DAT at about 2800 ps
* Yosys warning count at 1
* Dpl cell area at 2900 um^2
* Final critical-path required period at ~3500 ps
* Synth Instances at 132
* Design area at approximately 3100 um^2
* Top cells excl fill/tap: dfrtp_1, clkdlybuf4s50_1, inv_1
* DRT antenna net count at 0
* Setup ws final at between 100 and 150 ps
* Overall Power at ~1.8 mW
* Hold Vio Cnt, Final at 0
* Slew Limit Fails at 0
* Iteration-0 DRC Markers at about 40
* Startpoint types: flop
* Hold Crit Class: reg2reg
* Cell Count, Final, Fillers Out at ~250
* Initial DRT Pass Iterations at 2
* Largest net degree at the start of global routing at approximately 40
* Period utilization at 0.965
* First-pass GRT wire length at slightly below 5 mm
* Total negative setup slack at 0 ps
* Total gr overflow at 0
* Post-synthesis sequential area ratio at 0.770
* Crit path DRT at 2880 ps
* Post-route clock skew at between 5 and 6 ps
* CTS buffer count at 9
* Die width at 69.9 um
* CTS sink cnt at 71
==> logic make-up (layout without fill, tap and decap cells) <==
family	after synthesis	after routing	synth area share
XOR/XNOR	4	4	0.0152
AND/OR/NAND/NOR	2	2	0.00326
flip-flops	71	71	0.770
multiplexers	2	2	0.00868
adder cells (fa/ha/maj)	20	20	0.148
buffers and inverters	31	100	0.0505
AND-OR/OR-AND	2	2	0.00434
==> sequential cells by signal (all words and copies together), names as in the netlist <==
name  cells
t5        4
t4        4
u5        4
u1        4
r3        4
t1        4
r1        4
u4        4
a1        1
u3        4
a3        1
s2        4
s3        4
t3        4
s4        4
u2        4
s1        4
u6        4
a2        1
t2        4
==> synth_stat cells <==
master,n,area (um^2)
dfrtp_1,71,1780
fa_1,12,240
inv_1,31,116
a21oi_1,2,10.0
xor2_1,4,35.0
nor2_1,2,7.51
mux2i_1,2,20.0
ha_1,8,100
==> power breakdown <==
group          switching [mW]  leakage (nW)  internal [mW]
registers              0.0236         0.827          0.872
logic                  0.0542         0.552          0.121
clock network           0.270         0.112          0.426
==> cell type report <==
cell class	count	area, um^2	share of cell area
clock buffer	11	151	0.0482
clock inverter	5	80.1	0.0255
inverter	31	116	0.0371
multi-input combinational	30	424	0.135
sequential	71	1780	0.566
tap	52	65.1	0.0207
timing repair buffer	53	526	0.167
==> what timing repair did <==
| action | 4_1_cts | 5_1_grt |
|---|---|---|
| resized | 1 | 4 |
| setup endpoints to repair | 1 | 1 |
| hold buffers | 0 | 0 |
| pin swaps | 1 | 4 |
==> path summary, 6_finish.rpt <==
kind / startpoint / end / cells after the start
setup / recovery: u6[0] / sum[15] / 9
hold / removal: t2[3] / t4[3] / 0
setup reg to reg: t4[0] / t5[3] / 8
hold reg to reg: t2[3] / t4[3] / 0
max in group asynchronous: reset / t4[2] / 3
min in group asynchronous: reset / u1[1] / 2
==> metal layers <==
layer | vias to the layer above | GRT usage | wire length [um] | share of wire
li1 | 505 | - | - | -
met1 | 509 | 0.205 | 1060 | 0.40
met2 | 36 | 0.203 | 1330 | 0.50
met3 | 9 | 0.0409 | 158 | 0.059
met4 | 0 | 0.0422 | 107 | 0.040
met5 | - | 0 | 0 | 0
==> critical path, stage by stage (launching register included) <==
cell	delay, ps
dfrtp_1	380
ha_1	210
nor2_2	90
a21oi_2	50
fa_2	370
fa_2	350
inv_2	60
fa_1	410
inv_1	60
clkdlybuf4s50_1	450
Power is estimated from default activity; no workload was simulated.
